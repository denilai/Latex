===== /design/flow/constraint.sdc =====
current_design mknf

set clk_period 1.2
set clk_io_pct 0.2

create_clock -name clk0 -period $clk_period

set non_clock_inputs [all_inputs -no_clocks]
set_input_delay [expr $clk_period * $clk_io_pct] -clock clk0 $non_clock_inputs
set_output_delay [expr $clk_period * $clk_io_pct] -clock clk0 [all_outputs]

===== /design/flow/design.v =====
`timescale 1ns / 1ps
module mknf(
	input[3:0]  X,
	output[3:0] Y
    );
   assign Y[3] = (~X[3]|~X[1])&(X[2]|~X[1])&(~X[2]|~X[0])&(~X[3]|X[2]);
   assign Y[2] = (X[3]|X[2]|X[1]|~X[0])&(~X[3]|X[2]|~X[1])&(X[2]|~X[1]|X[0])
                                 &(~X[2]|~X[1]|~X[0])&(~X[3]|X[1]|X[0]);
   assign Y[1] = (X[3]|X[1]|X[0])&(~X[3]|~X[1]|X[0])&(~X[3]|~X[2])
                                 &(X[3]|X[2]|~X[1]|~X[0])&(~X[2]|X[0]);
   assign Y[0] = (X[3]|X[2]|X[1])&(X[2]|X[0])&(X[1]|X[0])
                                 &(~X[3]|~X[2])&(~X[2]|~X[1]|~X[0]);
endmodule

===== /design/flow/config.mk =====
export PLATFORM = sky130hd
export DESIGN_NAME = mknf
export DESIGN_NICKNAME = mknf
export VERILOG_FILES = /design/flow/design.v
export SDC_FILE = /design/flow/constraint.sdc
export NUM_CORES = 4
export LEC_CHECK = 1
export CORE_AREA = 10 10 70 70
export DIE_AREA = 0 0 80 80

===== /design/flow/run.sh =====
#!/bin/bash
# OpenROAD 26Q1-2900-gdf79404cd8, Yosys 0.63+post, stock flow scripts
make -C /OpenROAD-flow-scripts/flow DESIGN_CONFIG=/design/flow/config.mk WORK_HOME=/design/flow/orfs finish

==> impl_metrics.tcl <==
# flow metrics
set metrics [dict create \
    postRouteAntennaNets 0 \
    num-clock-buffers 0 \
    timing.hold.worst_endpoint "Y[3]" \
    die_h_um 80 \
    ff_count 0 \
    crit_type "input port to primary output" \
    vias_per_cell 2.41 \
    rsz0062_at_grt "true" \
    netlist_area_um2 130 \
    wirelength_um 599 \
    finalCriticalPeriod_ns 1.23 \
    tns_ns -0.0845 \
    grt_busiest_layer "met2" \
    period_used_share 1.02 \
    dieArea_um2 6400 \
    rows 21 \
    gr-total-overflow 0 \
    grtUsageMet3 0.0182 \
    antenna_cells 0 \
    use_met1 0.0191 \
    common_cells "buf_4, inv_1" \
    maxSlewHeadroom 0.859 \
    power.clock.fraction 0 \
    detail_route.first_pass.iterations 4 \
    dp_hpwl_um 442 \
    antenna_found_initial 0 \
    postSynthCellCount 20 \
    grt_use_total 0.0185 \
    irDropWorstVdd_mv 0.0408 \
    pin_count 8 \
    ys_types 18 \
    power.leakage_uw 0.000133 \
    ys_warn_count 0 \
    post_route_cells_drive_above_1_share 0.588 \
    finalHoldViolCount 0 \
    drv_slew 0 \
    cp_data_required_time_ns 0.96 \
    regArea_um2 0 \
    path_max_fanout 5 \
    synthToLayoutAreaGrowth_pct 145 \
    power_per_cell_area_nw_per_um2 300 \
    maxCapViolCount 0 \
    grt_max_degree 9 \
    violations "negative setup slack" \
    seqPwrFrac 0 \
    drc_errors 0 \
    yosys.stat.seqShare 0 \
    pwr-share-comb 1.000 \
    yosysChipArea_um2 130 \
    hold_start "X[1]" \
    place_congestion 0.638 \
    finalSetupViolations 4 \
    total_power_uw 95.8 \
    die_w_um 80 \
    final_area_um2 319 \
    setup_slack_ns -0.0293 \
    post_drt_wl_per_cell_um 7.49 \
    drt_iter0_drc 8 \
    start_kind "input port" \
    hold_ws_ns 0.718 \
    floorplan.core_util 0.0381 \
    vias 193 \
    port_buffers 8 \
    cp.arrival_ns 0.99 \
    cp-end-kind "primary output" \
    post-synth-top-area-fraction 0.115 \
    warnings 34 \
    p_int_uw 58.9 \
    top_area_cell "buf_4" \
    pre_cts_slack_ns -0.779 \
    min_path_cells 3 \
    dpl_cell_area_um2 278 \
    p_sw_frac 0.385 \
    power_switching_uw 36.9 \
    synth-cells-yosys 20 \
    grt_pass1_vias 188 \
    area_leaders "buf_4, a221o_1, mux2i_1" \
    core_um2 3420 \
    syn_area_per_cell_um2 6.51 \
    use_met2 0.0281 \
    clock.fmax_mhz 813 \
    worst_pin_slew_ns 0.209 \
    grt_pass1_wl_um 966 \
    hold_class "input port to primary output" \
    status "finished, violations left" \
]
==> final cells by class <==
cell class                 instances  area (um2)
tap                               46        57.6
fill                             405        3100
multi-input combinational         15         109
timing repair buffer              17         143
inverter                           2        10.0
==> repair_timing <==
action | in CTS | in global routing
hold endpoints to repair | 0 | 0
buffers inserted | 5 | 1
endpoints found under the setup margin | 4 | 3
pin swaps | 5 | 5
gates resized | 38 | 5
hold buffers | 0 | 0
==> cell usage in the layout (no fill, tap or decap) <==
cell      netlist  layout
nand3_1         1       1
a21oi_2         1       1
nand2_1         1       1
inv_4           0       1
o21ai_0         1       1
nand3b_1        1       1
buf_4           2       5
buf_6           0       4
buf_8           0       2
a311oi_2        0       1
nor2_1          1       1
a221o_1         1       1
o21ai_1         1       1
a21oi_1         1       1
a21boi_0        1       1
xor2_1          1       1
inv_1           2       1
mux2i_1         1       1
or2_1           1       1
buf_2           1       6
o31ai_1         1       1
==> logic make-up (layout without fill, tap and decap cells) <==
family          Yosys count  count (layout)  share of synthesized area
mux                       1               1                     0.0769
xor+xnor                  1               1                     0.0673
buf+inv                   5              19                      0.211
simple gates              5               5                      0.202
compound gates            8               8                      0.442
==> power by group through the flow <==
stage / logic, uW / registers, uW / clock network (uW)
CTS: 86.4 / 0 / 0
global route: 107 / 0 / 0
finish: 95.8 / 0 / 0
==> routing by layer <==
metal  wire [um]  share of wire
met3         140           0.23
met1         211           0.35
met2         239           0.40
met5           0              0
met4           8          0.013
==> critical path: stages <==
cell	delay, ns
buf_8	0.10
buf_6	0.12
buf_4	0.13
a21oi_1	0.14
nand2_1	0.07
o31ai_1	0.06
buf_2	0.14
==> worst max-delay path by stage <==
| stage | start | endpoint | slack, ns | cells past startpoint |
|---|---|---|---|---|
| CTS | X[1] | Y[1] | -0.04 | 6 |
| finish | X[1] | Y[3] | -0.03 | 7 |
| global route | X[1] | Y[3] | -0.12 | 7 |
==> metrics by stage <==
step / instances / utilization
after global routing: 80 / 0.0934
after global placement: 75 / 0.0813
final: 80 / 0.0934
after detailed placement: 75 / 0.0813
after floorplan: 20 / -
after CTS: 79 / 0.0861
No activity file was given, so power comes from the tool's default toggle rates.
