==> design/flow/design.v <==
`timescale 1ns / 1ps
module buttonFilter(
input CLK,
input CE,
input BTN_IN,
input RST,
output BTN_OUT,
output reg BTN_CEO
);
 parameter [3:0] CNTR_WIDTH = 4;  
 reg [CNTR_WIDTH - 1:0] FLTR_CNT;
 reg BTN_D, BTN_S1, BTN_S2;
 always @ (posedge CLK, posedge RST)
if(RST) FLTR_CNT <= {CNTR_WIDTH{1'b0}};
else
 if(!(BTN_S1 ^ BTN_S2))  
 FLTR_CNT <= {CNTR_WIDTH{1'b0}};  
 else if(CE)  
 FLTR_CNT <= FLTR_CNT + 1;  
 always @ (posedge CLK, posedge RST)
if(RST)
 begin
 BTN_D <= 1'b0;
 BTN_S1 <= 1'b0;
 end
else
 begin
 BTN_D <= BTN_IN;
 BTN_S1 <= BTN_D;
 end
 always @ (posedge CLK, posedge RST)
if(RST) BTN_S2 <= 1'b0;
else if(&(FLTR_CNT) & CE) BTN_S2 <= BTN_S1;
 always @ (posedge CLK, posedge RST)
if(RST) BTN_CEO <= 1'b0;
else BTN_CEO <= &(FLTR_CNT) & CE & BTN_S1;
endmodule
==> design/flow/run.sh <==
#!/bin/bash
# OpenROAD 26Q1-2900-gdf79404cd8, Yosys 0.63+post, stock flow scripts
make -C /OpenROAD-flow-scripts/flow DESIGN_CONFIG=/design/flow/config.mk WORK_HOME=/design/flow/orfs finish
==> design/flow/config.mk <==
export PLATFORM = sky130hd
export DESIGN_NAME = buttonFilter
export DESIGN_NICKNAME = buttonFilter
export VERILOG_FILES = /design/flow/design.v
export SDC_FILE = /design/flow/constraint.sdc
export NUM_CORES = 4
export LEC_CHECK = 1
export CORE_AREA = 10 10 70 70
export DIE_AREA = 0 0 80 80
==> design/flow/constraint.sdc <==
current_design buttonFilter

set clk_period 1.3
set clk_io_pct 0.2

create_clock -name clk0 -period $clk_period [get_ports {CLK}]

set non_clock_inputs [all_inputs -no_clocks]
set_input_delay [expr $clk_period * $clk_io_pct] -clock clk0 $non_clock_inputs
set_output_delay [expr $clk_period * $clk_io_pct] -clock clk0 [all_outputs]
==> flow_metrics.tcl <==
# implementation run metrics
set metrics [dict create \
    reg2reg_depth 4 \
    rows 21 \
    worst-endpoint-arrival_ns 0.84 \
    cpPeakStageDelay_ns 0.36 \
    slew_violations 0 \
    startpoint "BTN_CEO" \
    io_buffers 4 \
    critPathKind "reg -> out" \
    ir_drop_mv 0.766 \
    use_met2 0.0265 \
    r2r_setup_slack_ns 0.24 \
    clock_skew_ns 0.00611 \
    path_buffers 1 \
    dpl.hpwl_um 365 \
    cp_num_cells 1 \
    drt_iter0_drc 4 \
    clock.fmax_ghz 0.909 \
    finalWorstPathRequiredPeriod_ns 1.10 \
    r2r-end "BTN_S2" \
    cts_root_buf "clkbuf_4" \
    ys_ff 8 \
    syn_avg_cell_area_um2 11.8 \
    routed_wl_um 501 \
    diodes 0 \
    clockBufferDepth 2 \
    grt_pass1_wl_um 897 \
    cp-end-kind "primary output" \
    avgViaCountPerCell 2.64 \
    fp_util 0.0934 \
    cts.sinks 8 \
    first_pass_iters 4 \
    clk_pin_slew_ns 0.05 \
    crit_family "flip-flops" \
    htreeDepth 1 \
    powerDensity_nw_per_um2 1110 \
    die_area_um2 6400 \
    postSynthSeqShare 0.627 \
    cap_violations 0 \
    die_width_um 80 \
    top_usage_layer "met2" \
    grt_max_degree 9 \
    syn_to_final_growth_pct 37.3 \
    timing.rr.start "FLTR_CNT[0]" \
    status "complete, no violations" \
    numCtsBuffers 3 \
    ys_warn_count 2 \
    gr-usage-met1 0.0196 \
    setup_slack_ns 0.200 \
    cp-endpoint "BTN_CEO" \
    layout-drive-gt1-share 0.118 \
    hp-class "in -> async" \
    antenna_found_initial 0 \
    clock_latency_ns 0.25 \
    ant_nets 0 \
    ys_cells 27 \
    start_kind "flip-flop" \
    cp_cell_sequence "dlygate4sd2_1" \
    setup_viol 0 \
    synthesis.area_um2 319 \
    dp_slack_ns -0.0167 \
    netlist_instances 27 \
    synth.distinct_cells 12 \
    post-route-drc-count 0 \
    track_usage 0.0177 \
    cp_max_fo 1 \
    gp_congestion 0.726 \
    slowest_stage "dfrtp_1" \
    ys_area_um2 319 \
    cts_tree "yes" \
    first_global_vias 224 \
    grt_util_met3 0.0159 \
    die_h_um 80 \
    final_util 0.128 \
    crit_required_ns 1.04 \
    tool_warnings 25 \
    pin_count 6 \
    wl_per_cell_um 6.26 \
    rsz0062_at_grt "false" \
    vias 211 \
    hold_violations 0 \
    p_leak_nw 0.206 \
    core_area_um2 3420 \
    overflow 0 \
    lay_top_cells "dfrtp_1, nor2_1, clkbuf_4, clkdlybuf4s50_1" \
    mostFrequentLayoutCell "dfrtp_1" \
    cts_hold_buffers 0 \
    finalClockPeriodUsage 0.846 \
]
## kinds of logic (layout without fill, tap and decap cells)
family | Yosys count | after routing | share of synthesized area
flip-flops | 8 | 8 | 0.627
adder cells (fa/ha/maj) | 1 | 1 | 0.0392
buffers and inverters | 3 | 10 | 0.0471
other | 1 | 1 | 0.0118
AND/OR/NAND/NOR | 8 | 8 | 0.110
AND-OR/OR-AND | 1 | 1 | 0.0235
multiplexers | 1 | 1 | 0.0314
XOR/XNOR | 4 | 4 | 0.110
## worst reg2reg max path: stages (launching register included)
cell     delay, ns
dfrtp_1       0.40
ha_1          0.22
nand4_1       0.10
nor2_1        0.07
a21o_1        0.15
## Yosys cell counts, drive strengths merged
master,count,area [um^2]
dfrtp,8,200
mux2i,1,10.0
inv,2,7.51
xor2,2,17.5
nor2,5,18.8
ha,1,12.5
conb,1,3.75
xnor2,2,17.5
buf,1,7.51
nand4,2,12.5
nand2,1,3.75
a21o,1,7.51
## layout make-up
cell class,instances,area [um^2]
multi-input combinational,16,104
inverter,2,7.51
fill,405,2980
tap,46,57.6
clock buffer,3,22.5
timing repair buffer,5,46.3
sequential,8,200
## metal layers
| metal | routed length (um) | part of all wire |
|---|---|---|
| met1 | 227 | 0.45 |
| met3 | 65 | 0.13 |
| met2 | 208 | 0.42 |
| met5 | 0 | 0 |
| met4 | 0 | 0 |
## sequential cells by signal, indices dropped and copies added (netlist names)
signal,cells
BTN_S2,1
BTN_S1,1
BTN_CEO,1
BTN_D,1
FLTR_CNT,4
## timing repair
action	in CTS	in global routing
buffers inserted	0	0
setup endpoints to repair	1	0
gates resized	1	0
## through the flow
step	hold WS, ns	area [um^2]	setup TNS [ns]	power, mW	cells
after floorplan	0.0757	319	0	0.291	27
after global routing	0.285	438	0	0.522	80
final	0.245	438	0	0.486	80
after CTS	0.246	438	0	0.497	80
after detailed placement	0.337	417	-0.0213	0.308	77
after global placement	0.336	417	-0.0321	0.307	77
## report_power, final
part,total (mW),switching [mW],internal (mW)
combinational,0.0373,0.0173,0.0200
sequential,0.266,0.00728,0.259
clock,0.182,0.0770,0.105
total,0.486,0.102,0.384
## worst min path at each step
stage                          to  cells past startpoint  slack, ns
final                 FLTR_CNT[3]                      2       0.24
after global routing  FLTR_CNT[2]                      2       0.28
after CTS             FLTR_CNT[0]                      2       0.25
No activity file was given, so power comes from the tool's default toggle rates.
